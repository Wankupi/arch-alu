### ./config.mk
export PLATFORM = sky130hd
export DESIGN_NAME = adder
export DESIGN_NICKNAME = adder
export VERILOG_FILES = /design/flow/design.v
export SDC_FILE = /design/flow/constraint.sdc
export NUM_CORES = 4
export LEC_CHECK = 1
export CORE_AREA = 10 10 70 70
export DIE_AREA = 0 0 80 80
### ./constraint.sdc
current_design adder

set clk_period 8.8
set clk_io_pct 0.2

create_clock -name clk0 -period $clk_period

set non_clock_inputs [all_inputs -no_clocks]
set_input_delay [expr $clk_period * $clk_io_pct] -clock clk0 $non_clock_inputs
set_output_delay [expr $clk_period * $clk_io_pct] -clock clk0 [all_outputs]
### ./design.v
module CarryLookaheadAdder(
        input wire[3:0] a,
        input wire[3:0] b,
        input wire c0,
        output wire[3:0] sum,
        output wire GG,
        output wire PP
    );
    wire [3:0] c;
    wire[3:0] G = a & b;
    wire[3:0] P = a ^ b;
    assign c[0] = c0;
    assign sum = P ^ c;
    assign c[1] = G[0] | (c[0] & P[0]);
    assign c[2] = G[1] | (P[1] & G[0]) | (c[0] & P[0] & P[1]);
    assign c[3] = G[2] | (P[2] & G[1]) | (P[2] & P[1] & G[0]) | (c[0] & P[0] & P[1] & P[2]);
    assign GG =G[3] | (P[3] & G[2]) | (P[3] & P[2] & G[1]) | (P[3] & P[2] & P[1] & G[0]);
    assign PP = P[0] & P[1] & P[2] & P[3];
endmodule
module adder16(
        input wire[15:0] a,
        input wire[15:0] b,
        input wire c0,
        output wire[15:0] sum,
        output wire carry
    );
    wire[3:0] G;
    wire[3:0] P;
    wire c1 = G[0] | (P[0] & c0);
    wire c2 = G[1] | (P[1] & G[0]) | (P[1] & P[0] & c0);
    wire c3 = G[2] | (P[2] & G[1]) | (P[2] & P[1] & G[0]) | (P[2] & P[1] & P[0] & c0);
    assign carry = G[3] | (P[3] & G[2]) | (P[3] & P[2] & G[1]) | (P[3] & P[2] & P[1] & G[0]) | (P[3] & P[2] & P[1] & P[0] & c0);
    CarryLookaheadAdder sub_adder0(a[3:0], b[3:0], c0, sum[3:0], G[0], P[0]);
    CarryLookaheadAdder sub_adder1(a[7:4], b[7:4], c1, sum[7:4], G[1], P[1]);
    CarryLookaheadAdder sub_adder2(a[11:8], b[11:8], c2, sum[11:8], G[2], P[2]);
    CarryLookaheadAdder sub_adder3(a[15:12], b[15:12], c3, sum[15:12], G[3], P[3]);
endmodule
module adder32(
        input wire[31:0] a,
        input wire[31:0] b,
        input wire c0,
        output wire[31:0] sum,
        output wire carry
    );
    wire c1;
    adder16 sub_adder1(a[15:0], b[15:0], c0, sum[15:0], c1);
    adder16 sub_adder2(a[31:16], b[31:16], c1, sum[31:16], carry);
endmodule
module adder(
        input wire[15:0] a,
        input wire[15:0] b,
        output wire[15:0] sum,
        output wire carry
    );
    wire zero = 0;
    adder16 adder_impl(
                .a(a),
                .b(b),
                .c0(zero),
                .sum(sum),
                .carry(carry)
            );
endmodule
module Add(
        input wire[31:0] a,
        input wire[31:0] b,
        output reg[31:0] sum
    );
    wire zero = 0;
    wire [31:0] res;
    adder32 adder_impl(a, b, zero, res, null);
    always @* begin
        sum <= res;
    end
endmodule
### ./run.sh
#!/bin/bash
# OpenROAD 26Q1-2900-gdf79404cd8, Yosys 0.63+post, stock flow scripts
make -C /OpenROAD-flow-scripts/flow DESIGN_CONFIG=/design/flow/config.mk WORK_HOME=/design/flow/orfs finish
==> flow_metrics.env <==
# physical design summary
export IMPL_status="completed"
export IMPL_route_detailed_drc=0
export IMPL_max_cap_viol_count=0
export IMPL_flops=0
export IMPL_path_class="in -> out"
export IMPL_xor_area_share_pct=9.44
export IMPL_top_area_share_pct=36.6
export IMPL_syn2layout_area_growth_pct=84.4
export IMPL_startpoint_type="input pin"
export IMPL_vias=712
export IMPL_holdWs_ps=4560
export IMPL_leakage_nw=0.525
export IMPL_simple_gate_share_pct=14.6
export IMPL_die_w_um=80
export IMPL_core_area_um2=3420
export IMPL_setup_viol_count_final=0
export IMPL_grt_use_total_pct=5.66
export IMPL_critPathRequiredTime_ps=7040
export IMPL_p_total_w=0.0000809
export IMPL_openroad_warnings=35
export IMPL_cellPowerDensity_nw_per_um2=67.6
export IMPL_cts_resized_gates=0
export IMPL_grt_pass1_wl_um=3110
export IMPL_min_period_over_period_pct=74.3
export IMPL_wire_per_inst_um=10.8
export IMPL_design_area_um2=1200
export IMPL_drt_iter0_markers=4
export IMPL_floorplan_core_util_pct=19.0
export IMPL_synth_seq_share_pct=0
export IMPL_rows=21
export IMPL_lay_top_count="clkdlybuf4s50_1"
export IMPL_final_cell_mix="49 x clkdlybuf4s50_1, 19 x ha_1, 9 x nor2_1"
export IMPL_routed_wl_um=1850
export IMPL_io_pin_count=49
export IMPL_ys_types=23
export IMPL_report_final_slew_viol_count=0
export IMPL_whs_path_depth=3
export IMPL_post_cts_buffers=0
export IMPL_regArea_um2=0
export IMPL_hold_buffers=0
export IMPL_period_needed_ps=6540
export IMPL_yosys_warnings=0
export IMPL_grt_pass1_vias=748
export IMPL_tightest_slew_ps=249
export IMPL_nClkBuffers=0
export IMPL_fillers=364
export IMPL_n_antenna_cell=0
export IMPL_vias_per_cell=4.16
export IMPL_grt_max_degree=5
export IMPL_topCellsByArea="ha_1 37%, fa_1 12%, o21a_1 6.9%"
export IMPL_drive_above_1_share_pct=2.40
export IMPL_dp_hpwl_um=1810
export IMPL_die_area_um2=6400
export IMPL_die_height_um=80
export IMPL_end_kind="output pin"
export IMPL_dpl_cell_area_um2=1200
export IMPL_yosys_cells=76
export IMPL_netlist_logic_family_top="adder cells"
export IMPL_syn_avg_cell_area_um2=8.54
export IMPL_syn_area_um2=649
export IMPL_yosys_area_um2=649
export IMPL_fin_tns_setup_ps=0
export IMPL_ant_nets=0
export IMPL_synthMuxAreaShare_pct=0
export IMPL_ys_sh_aoi_pct=24.1
export IMPL_antenna_found_initial=0
export IMPL_rsz0062_at_grt="false"
export IMPL_fmax_mhz=153
export IMPL_ir_drop_mv=0.0244
export IMPL_synthCells=76
export IMPL_numPortBuffers=49
export IMPL_synth_area_leader_cell="ha_1"
export IMPL_cp_max_fo=3
export IMPL_grt_ovfl_total=0
export IMPL_hold_viol=0
export IMPL_hold_path_class="in -> out"
export IMPL_adder_share_pct=48.9
export IMPL_relSlewSlack_pct=83.2
export IMPL_worstPathArrival_ps=4780
export IMPL_place_congestion=0.729
export IMPL_first_pass_iters=2
==> synthesized netlist by cell type <==
library cell and number:
o21ai_0 2, nor3_1 3, nand2_1 2, a21o_1 4, ha_1 19, a211oi_1 1
a221o_1 1, a22o_1 1, or2_1 1, nor2_1 9, o21bai_1 1, inv_2 1
and4_1 1, xor2_1 3, inv_1 4, o21ai_1 1, xnor2_1 4, fa_1 4
nand4_1 2, a21oi_1 4, nor2_4 1, o21a_1 6, a211oi_2 1
==> through the flow <==
step           setup WS, ps  std cells  util (%)
6_report               2260        171      35.1
5_1_grt                2050        171      35.1
4_1_cts                2230        171      35.1
3_5_place_dp           2240        171      35.1
3_3_place_gp           2250        171      35.1
2_1_floorplan          3350         76         -
==> layer usage <==
| metal | vias up | GRT usage, % | wire length (um) |
|---|---|---|---|
| met3 | 0 | 2.95 | 235 |
| li1 | 378 | - | - |
| met1 | 309 | 6.82 | 744 |
| met2 | 25 | 9.31 | 867 |
| met4 | 0 | 0 | 0 |
| met5 | - | 0 | 0 |
==> worst max-delay path: stages <==
cell and delay, ps:
clkdlybuf4s50_1 450, ha_1 340, a211oi_2 220, nor2_1 110
nor2_4 120, inv_2 50, a22o_1 200, or2_1 260
ha_1 200, o21a_1 170, o21a_1 180, nor2_1 110
xnor2_1 130, clkdlybuf4s50_1 490
==> kinds of logic (layout without fill, tap and decap cells) <==
kind of cell    after synthesis  after routing
simple gates                 19             19
xor+xnor                      7              7
buf+inv                       5             54
compound gates               22             22
fa+ha+maj                    23             23
==> report_power, final <==
group / internal [W] / total [W] / switching [W]
Sequential: 0 / 0 / 0
Clock: 0 / 0 / 0
Combinational: 0.0000547 / 0.0000809 / 0.0000262
Total: 0.0000547 / 0.0000809 / 0.0000262
==> cell type report <==
type / count / area, um^2 / area share (%)
multi-input cells: 71 / 631 / 52.7
repair buffers: 49 / 490 / 41.0
well taps: 46 / 57.6 / 4.81
inverters: 5 / 18.8 / 1.57
==> worst paths after layout <==
kind	start	to	slack [ps]
min	b[0]	sum[0]	4560
max	a[1]	sum[15]	2260
